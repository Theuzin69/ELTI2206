==> design/flow/design.v <==
module BCD7Seg (S, E);
	input [2:0]E;
	output reg [6:0]S;
	always @(*) begin
		case(E)
			3'b000: S = 7'b1000000; 
			3'b001: S = 7'b1111001;
			3'b010: S = 7'b0100100;
			3'b011: S = 7'b0110000;
			3'b100: S = 7'b0011001;
			3'b101: S = 7'b0010010;
			3'b110: S = 7'b0000010;
			3'b111: S = 7'b1111000;
		endcase
	end
endmodule
module Circuito(LED1, LED2, LED3, LED4, E1, E2, E3, D);
	input [2:0]E1, E2, E3;
	input D;
	reg [2:0] R;
	output [6:0] LED1, LED2, LED3, LED4;
	always @(*) begin
		if(D == 1'b0)
			if(E1 < E2 && E1 < E3)
				R = E1;
			else if(E2 < E3)
				R = E2;
			else
				R = E3;
		else
			if(E1 > E2 && E1 > E3)
				R = E1;
			else if(E2 > E3)
				R = E2;
			else
				R = E3;
	end
	BCD7Seg A(LED1,E1);
	BCD7Seg B(LED2,E2);
	BCD7Seg C(LED3,E3);
	BCD7Seg M(LED4,R);
endmodule
==> design/flow/run.sh <==
#!/bin/bash
# OpenROAD 26Q1-2900-gdf79404cd8, Yosys 0.63+post, stock flow scripts
make -C /OpenROAD-flow-scripts/flow DESIGN_CONFIG=/design/flow/config.mk WORK_HOME=/design/flow/orfs finish
==> design/flow/config.mk <==
export PLATFORM = sky130hd
export DESIGN_NAME = Circuito
export DESIGN_NICKNAME = Circuito
export VERILOG_FILES = /design/flow/design.v
export SDC_FILE = /design/flow/constraint.sdc
export NUM_CORES = 4
export LEC_CHECK = 1
export CORE_AREA = 10 10 78 78
export DIE_AREA = 0 0 88 88
==> design/flow/constraint.sdc <==
current_design Circuito

set clk_period 5.8
set clk_io_pct 0.2

create_clock -name clk0 -period $clk_period

set non_clock_inputs [all_inputs -no_clocks]
set_input_delay [expr $clk_period * $clk_io_pct] -clock clk0 $non_clock_inputs
set_output_delay [expr $clk_period * $clk_io_pct] -clock clk0 [all_outputs]
==> impl_metrics.tcl <==
# collected from the flow reports
set metrics [dict create \
    holdCritPathClass "input pin to output pin" \
    drc 0 \
    status "finished, final reports clean" \
    flop_area_um2 0 \
    ys_seq_share_pct 0 \
    antenna_found_initial 0 \
    die_x_um 88 \
    swShare_pct 40.1 \
    cp_max_fo 6 \
    rows 24 \
    num_antenna_cells 0 \
    vias 855 \
    synth_area_um2 842 \
    finalClockPeriodUsage_pct 93.6 \
    fp.coreArea_mm2 0.00441 \
    grt_max_degree 11 \
    first_iter_violations 23 \
    max_stage_delay_ps 580 \
    avgSynthCellArea_um2 7.52 \
    fin_util_pct 29.2 \
    hp-start "E2[2]" \
    cts_resized 0 \
    cts-hold-fix-buffers 0 \
    ant_nets 0 \
    grt_pass1_vias 824 \
    synth_cell_types 31 \
    drive_above_1_share_pct 8.05 \
    simple_gate_area_share_pct 22.6 \
    initial_core_util_pct 19.1 \
    rsz0062_at_grt "no" \
    wl_met3_um 275 \
    end_kind "output pin" \
    drv_slew 0 \
    synthMuxAreaShare_pct 8.17 \
    wirelength_um 2350 \
    p_clk_share_pct 0 \
    compound_area_share_pct 22.4 \
    met1_length_um 1180 \
    whs_path_depth 4 \
    hold_violations 0 \
    grtUsageTotal_pct 5.68 \
    syn2layout_area_growth_pct 52.9 \
    routabilityCongestion 0.869 \
    p_switching_uw 55.4 \
    topCombFamilyByArea "adder cells" \
    top_area_cell "ha_1" \
    ys_sh_xor_pct 1.04 \
    total_power_uw 138 \
    arrival_ps 4270 \
    post_drt_via_cell_ratio 4.25 \
    warnings 45 \
    p_leak_uw 0.000586 \
    relSlewSlack_pct 76.1 \
    hpwl_um 2020 \
    seqPwrFrac_pct 0 \
    crit_required_ps 4640 \
    synthCells 112 \
    final_cell_mix "clkdlybuf4s50_1, ha_1, nand2_1, nor2_1, inv_1" \
    lay_top_count "clkdlybuf4s50_1" \
    fa_ha_area_share_pct 38.6 \
    hold_end "LED2[6]" \
    dieArea_mm2 0.00774 \
    ir_drop_mv 0.0349 \
    netlist.area_leader.share_pct 38.6 \
    min_period_ps 5430 \
    setup_viol 0 \
    cp_slowest_cell "clkdlybuf4s50_1" \
    clkbuf_count 0 \
    port_buffers 38 \
    comb_area_um2 782 \
    intPower_uw 82.7 \
    fin_tns_setup_ps 0 \
    chipHeight_um 88 \
    top_layer "met3" \
    grt_pass1_wl_um 3820 \
    ys_warn_count 2 \
    io_pins 38 \
    design.seq.count 0 \
    grt.overflow.total 0 \
    post_drt_wl_per_cell_um 11.7 \
    cp-start-kind "input pin" \
    wl_met2_um 888 \
    topCellsByArea "ha_1, nand2_1, a21oi_1" \
    yosys-stat-cells 112 \
    path_class "input pin to output pin" \
    fill_cells 473 \
    post_cts_buffers 0 \
    worstPathCellList "clkdlybuf4s50_1, inv_1, ha_1, nand2_1, o21ai_1, nand4_1, mux2_4, o221ai_4, inv_1, ha_1, mux2i_1, clkdlybuf4s50_1" \
    power_density_mw_per_mm2 107 \
    drv_cap 0 \
    pwr-share-comb_pct 100.0 \
    drtPass1Iterations 4 \
    fmax_mhz 184 \
    worst_slew_pin_slew_ps 357 \
    ys_area_um2 842 \
]
per-layer routing:
metal,vias to the layer above,GRT usage [%]
met4,0,0
met2,31,8.47
li1,469,-
met5,-,0
met3,0,1.78
met1,355,8.28
area by class of cell:
cell class | count | share of cell area [%]
well taps | 52 | 5.05
multi-input cells | 98 | 60.7
repair buffers | 41 | 31.3
inverters | 10 | 2.92
synthesized netlist by cell type:
cell type,n
a21oi_1,9
nand3b_1,2
nand2_1,13
ha_1,26
a21oi_2,1
nor2_1,12
a32oi_1,1
buf_6,1
o21ai_1,1
o2111ai_1,2
inv_1,10
o211ai_1,2
o221a_4,1
mux2_4,1
o21a_1,1
o21ai_0,4
and3_1,1
xnor2_1,1
and2_1,3
and2_2,1
mux2_2,3
o221ai_4,1
mux2i_1,2
nor3_1,1
nand4_1,1
clkbuf_1,3
a22oi_1,1
nor2b_1,3
nand3_1,2
a21o_1,1
or2_4,1
worst max-delay path by stage:
stage	from	end	slack, ps	depth (start not counted)
5_1_grt	E2[1]	LED4[3]	140	12
6_report	E2[1]	LED4[3]	370	12
4_1_cts	E2[1]	LED4[3]	360	12
stage by stage:
stage	setup WS (ps)	instance area, µm²	hold slack [ps]	std cells
2_1_floorplan	1340	842	2340	112
3_5_place_dp	364	1290	3390	201
5_1_grt	140	1290	3450	201
6_report	369	1290	3380	201
3_3_place_gp	417	1290	3390	201
4_1_cts	362	1290	3390	201
cell families after synthesis:
family,count (synthesis)
buf+inv,14
simple gates,40
mux,6
compound gates,25
fa+ha+maj,26
xor+xnor,1
worst max-delay path, delay by kind of cell:
| kind | cells | cell delay [ps] |
|---|---|---|
| multiplexers | 2 | 470 |
| AND-OR/OR-AND | 2 | 420 |
| AND/OR/NAND/NOR | 2 | 260 |
| adder cells (fa/ha/maj) | 2 | 630 |
| buffers and inverters | 4 | 1310 |
power by group through the flow:
stage | clock, µW | combinational [µW] | sequential [µW]
4_1_cts | 0 | 142 | 0
5_1_grt | 0 | 157 | 0
6_report | 0 | 138 | 0
Power is estimated from default activity; no workload was simulated.
