==> flow/design.v <==
module moore(clk, rst, entrada, saida);
	input clk, rst, entrada;
	output saida;
	reg saida;
	reg [2:0] estado;
	always @(posedge clk or posedge rst)  
	begin
		if(rst == 1'b1)
			estado <= 3'b000;
		else
			case (estado)
				3'b000: if (entrada==1'b1) estado <= 3'b001; else estado <= 3'b100;
				3'b001: if (entrada==1'b1) estado <= 3'b001; else estado <= 3'b010;
				3'b010: if (entrada==1'b1) estado <= 3'b011; else estado <= 3'b100;
				3'b011: if (entrada==1'b1) estado <= 3'b110; else estado <= 3'b111;
				3'b100: if (entrada==1'b1) estado <= 3'b101; else estado <= 3'b100;
				3'b101: if (entrada==1'b1) estado <= 3'b110; else estado <= 3'b010;
				3'b110: if (entrada==1'b1) estado <= 3'b001; else estado <= 3'b111;
				3'b111: if (entrada==1'b1) estado <= 3'b011; else estado <= 3'b100;
				default: estado <= 3'b000;
			endcase
	end
	always @(estado)  
	begin
		case (estado)
			3'b000: saida <= 1'b0;
			3'b001: saida <= 1'b0;
			3'b010: saida <= 1'b0;
			3'b011: saida <= 1'b0;
			3'b100: saida <= 1'b0;
			3'b101: saida <= 1'b0;
			3'b110: saida <= 1'b0;
			3'b111: saida <= 1'b1;
		endcase
	end
endmodule
==> flow/run.sh <==
#!/bin/bash
# OpenROAD 26Q1-2900-gdf79404cd8, Yosys 0.63+post, stock flow scripts
make -C /OpenROAD-flow-scripts/flow DESIGN_CONFIG=/design/flow/config.mk WORK_HOME=/design/flow/orfs finish
==> flow/config.mk <==
export PLATFORM = sky130hd
export DESIGN_NAME = moore
export DESIGN_NICKNAME = moore
export VERILOG_FILES = /design/flow/design.v
export SDC_FILE = /design/flow/constraint.sdc
export NUM_CORES = 4
export LEC_CHECK = 1
export CORE_AREA = 10 10 70 70
export DIE_AREA = 0 0 80 80
==> flow/constraint.sdc <==
current_design moore

set clk_period 1.9
set clk_io_pct 0.2

create_clock -name clk0 -period $clk_period [get_ports {clk}]

set non_clock_inputs [all_inputs -no_clocks]
set_input_delay [expr $clk_period * $clk_io_pct] -clock clk0 $non_clock_inputs
set_output_delay [expr $clk_period * $clk_io_pct] -clock clk0 [all_outputs]
==> reports/metrics.yaml <==
outcome:
  result_of_the_run: "completed"
run:
  tool_warnings: 25
  drv.max_cap_violation_count: 0
synthesis:
  netlist_top_cells_area: "sky130_fd_sc_hd__dfrtp_1 (42%), sky130_fd_sc_hd__o22ai_1 (10%), sky130_fd_sc_hd__a21o_1 (8.4%)"
  synth.cell_area_um2: 179
  post_synth_top_area_share_pct: 42.0
  yosysWarningCount: 1
  ys_cells: 22
  postSynth.asyncResetShare_pct: 100
  number_of_enable_type_register_cells_in_the_synthesized_netlist: 0
  cell_type_with_the_largest_total_area_after_synthesis: "sky130_fd_sc_hd__dfrtp_1"
  synth-area-yosys_um2: 179
  synth-seq-area-share_pct: 42.0
  synthFlopType: "sky130_fd_sc_hd__dfrtp_1"
  synth_cells: 22
  synth_cell_type_count: 12
  yosys-top-cells-count: "sky130_fd_sc_hd__dfrtp_1 (3), sky130_fd_sc_hd__inv_1 (3), sky130_fd_sc_hd__o22ai_1 (3)"
  synth_flop_count: 3
  postSynthAreaPerCell_um2: 8.13
cts:
  cts_sinks: 3
  ctsHtreeMaxLevel: 1
  cts_inserted_buffers: 3
  cts_tree: "built"
  worstSkewPairLatency_ns: 0.23
  cts_resized: 0
  cts.root.buffer_cell: "sky130_fd_sc_hd__clkbuf_4"
  postCtsSetupRepairBufs: 0
  hold_bufs_inserted_after_cts: 0
  clk_pin_slew_worst_setup_hold_paths_ns: 0.04
  cts.path.max_buffers: 2
sta:
  setup_viol_count_final: 0
  finalHoldViolations: 0
  totalNegativeSetupSlack_ns: 0
  layout_setup_ws_ns: 0.212
  timing.max_slew.rel_slack_pct: 81.6
  period_needed_ns: 1.69
  finalHoldWorstSlack_ns: 0.333
  layout_worst_path_cycle_share_pct: 88.8
  grt_setup_unrepaired: "no"
  max_slew.worst_pin.slew_ns: 0.275
  clock_skews_ns: 0.000301
  achievable-frequency_mhz: 592
  drv_slew: 0
route:
  routedWlPerCell_um: 5.54
  route.detailed.drc: 0
  vias_per_cell: 2.31
  drt_iter0_drc: 50
  n_antenna_cell: 0
  drt_first_pass_iters: 2
  routed_wl_um: 410
  vias: 171
  postRouteAntennaNets: 0
power:
  peakVddDrop_uv: 145
  leakage_nw: 0.118
  totalPowerFinal_uw: 401
  cellPowerDensity_nw_per_um2: 1390
die:
  core_util_floorplan_pct: 5.24
  die_h_um: 80
  floorplan.rows: 21
  floorplan.core_area_um2: 3420
  fp.dieW_um: 80
  ioPinCount: 4
  die_footprint_um2: 6400
layout:
  reg_with_most_ffs: "estado"
  largest_register_ff_count: 3
  finish.utilization_pct: 8.42
  drive_above_1_share_pct: 10.7
  area_delta_synth_final_pct: 60.8
  layout_top_registers: "estado (3)"
global_route:
  global_routing_usage_on_met3_pct: 1.14
  met1_usage_pct: 1.60
  first_global_vias: 183
  gr_usage_total_pct: 1.34
  globalRouteMet2Util_pct: 1.69
  grt_pass1_wl_um: 662
  largest_net_degree_at_the_start_of_global_routing: 9
  grt_remaining_overflow: 0
  grt-busiest-layer: "met2"
  grt_antenna_before_repair: 0
placed_design:
  gp_routability_congestion: 0.652
  detailed_place_hpwl_um: 323
  port_buffers: 3
  pre_cts_ws_ns: 0.439
worst_setup_path:
  crit_fanout: 7
  worstPathRequired_ns: 1.52
  r2r_slack_ns: 0.93
  worst-r2r-cell-count: 3
  critPathArrivalTime_ns: 1.31
  startpoint_type: "flip-flop"
  endpoint_kind: "primary output"
  reg2reg_end: "estado[0]"
  timing.setup.critical_path_class: "flip-flop to primary output"
  worst_r2r_startpoint: "estado[2]"
  crit_start: "estado[2]"
min_path:
  hold_path_class: "input port to asynchronous set/reset pin"
[final cells by class]
| class | count | area (µm²) |
|---|---|---|
| repair buffers | 3 | 30.0 |
| fillers | 415 | 3130 |
| multi-input cells | 15 | 87.6 |
| flip-flops and latches | 3 | 75.1 |
| well taps | 46 | 57.6 |
| inverters | 3 | 11.3 |
| clock buffers | 4 | 26.3 |
[report_power, final]
part	leakage, nW	switching, mW	internal, mW
Combinational	0.0681	0.0562	0.0816
Clock	0.0150	0.0309	0.0786
Sequential	0.0349	0.0550	0.0986
Total	0.118	0.142	0.259
[per-stage QoR]
stage | cells | area, µm²
global placement | 70 | 262
finish | 74 | 288
CTS | 74 | 288
detailed placement | 70 | 262
global route | 74 | 288
floorplan | 22 | 179
[critical path, cell delays in order, from the launching register on]
cell	delay, ns
sky130_fd_sc_hd__dfrtp_1	0.43
sky130_fd_sc_hd__nand3_1	0.12
sky130_fd_sc_hd__inv_1	0.06
sky130_fd_sc_hd__clkdlybuf4s50_1	0.46
[metal layers]
metal,routed length [µm],vias up
met3,37,0
met4,0,0
met1,218,78
li1,-,89
met2,153,4
met5,0,-
[worst max-delay path by stage]
stage	slack, ns	end	cells past startpoint
5_1_grt	0.13	saida	3
4_1_cts	0.19	saida	3
6_report	0.21	saida	3
[cells by family (layout without fill, tap and decap cells)]
kind of cell	Yosys count	count (layout)	share of synthesized area, %
AND-OR/OR-AND	9	9	30.1
AND/OR/NAND/NOR	5	5	14.0
buffers and inverters	4	10	9.09
flip-flops	3	3	42.0
XOR/XNOR	1	1	4.90
[layout by cell type, fill, tap and decap left out, drive strengths merged]
master / instances
nand3: 1
inv: 3
dfrtp: 3
nand2b: 2
clkbuf: 4
a21o: 2
xor2: 1
clkdlybuf4s50: 3
nand2: 1
nor2: 1
o22ai: 3
o21ai: 2
a21oi: 2
Power figures rest on the tool's default switching activity, not on a simulated workload.
