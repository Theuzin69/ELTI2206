$ cat ./design.v
module LogicalUnit (ao1, ao2, ao3, xo, BaENB, F00, F01, F10);
	input xo, BaENB, F00, F01, F10;
	output ao1, ao2, ao3;
	wire nB, wAoB, wAB;
	not notB(nB, BaENB);
	and and1(wAB, xo, BaENB);
	or o(wAoB, xo, BaENB);
	and and2(ao1, wAB, F00);
	and and3(ao2, wAoB, F01);
	and and4(ao3, nB, F10);
endmodule
module ULA1bit (out, carryOut, INVA, A, ENA, B, ENB, F0, F1, carryIn);
	input INVA, A, ENA, B, ENB, F0, F1, carryIn;
	output out, carryOut;
	wire xo, BaENB, ao1, ao2, ao3, F00, F01, F10, F11, Sum, carryOut;
	inLogicalUnit inLU(xo, BaENB, INVA, A, ENA, B, ENB);	 
	LogicalUnit LU(ao1, ao2, ao3, xo, BaENB, F00, F01, F10);  
	decoder dimas(F00, F01, F10, F11, F0, F1);  
	fullAdder fA(Sum, carryOut, xo, BaENB,F11, carryIn);  
	or o(out, Sum, ao1, ao2, ao3);
endmodule
module ULA2bit (out, carryOut, INVA, A, ENA, B, ENB, F0, F1, carryIn);
	input INVA, ENA, ENB, F0, F1, carryIn;
	input [1:0]A,B;
	output carryOut;
	output [1:0]out;
	wire wcarryOut;
	ULA1bit U1(out[0], wcarryOut, INVA, A[0], ENA, B[0], ENB, F0, F1, carryIn);  
	ULA1bit U2(out[1], carryOut, INVA, A[1], ENA, B[1], ENB, F0, F1, wcarryOut);
endmodule
module decoder (ao1, ao2, ao3, ao4, F0, F1);
	input F0, F1;
	output ao1, ao2, ao3, ao4;  
	wire n0, n1; 
	not not0(n0, F0);
	not not1(n1, F1);
	and and1(ao1, n0, n1);
	and and2(ao2, n0,F1);
	and and3(ao3, F0, n1);
	and and4(ao4, F0, F1);
endmodule
module fullAdder (Sum, carryOut, xo, BaENB, F11, carryIn);
	input xo, BaENB, F11, carryIn;
	output Sum, carryOut;
	wire wxo1, wxo2, wa1, wa2;
	xor x1(wxo1, xo, BaENB);
	xor x2(wxo2, wxo1, carryIn);
	and a1(wa1, F11, BaENB, xo);
	and a2(wa2, F11, carryIN, wxo1);
	and a3(Sum, wxo2, F11);
	or o(carryOut, wa1, wa2);
endmodule
module inLogicalUnit (xo, BaENB, INVA, A, ENA, B, ENB);
	input INVA, A, ENA, B, ENB;
	output xo, BaENB;
	wire wa;
	and and1(wa, A, ENA);
	and and2(BaENB, B, ENB);
	xor x(xo, INVA, wa);
endmodule
$ cat ./run.sh
#!/bin/bash
# OpenROAD 26Q1-2900-gdf79404cd8, Yosys 0.63+post, stock flow scripts
make -C /OpenROAD-flow-scripts/flow DESIGN_CONFIG=/design/flow/config.mk WORK_HOME=/design/flow/orfs finish
$ cat ./config.mk
export PLATFORM = sky130hd
export DESIGN_NAME = ULA2bit
export DESIGN_NICKNAME = ULA2bit
export VERILOG_FILES = /design/flow/design.v
export SDC_FILE = /design/flow/constraint.sdc
export NUM_CORES = 4
export LEC_CHECK = 1
export CORE_AREA = 10 10 70 70
export DIE_AREA = 0 0 80 80
$ cat ./constraint.sdc
current_design ULA2bit

set clk_period 2.6
set clk_io_pct 0.2

create_clock -name clk0 -period $clk_period

set non_clock_inputs [all_inputs -no_clocks]
set_input_delay [expr $clk_period * $clk_io_pct] -clock clk0 $non_clock_inputs
set_output_delay [expr $clk_period * $clk_io_pct] -clock clk0 [all_outputs]
==> reports/results.txt <==
Status = finished clean
Cells after synthesis = 29
GRT Util Overall = 2.06%
First-pass GRT wire length = 1110 µm
Min Tclk post-route = 2.53 ns
Routed Antenna Nets = 0
Clock buf count = 0
Full die area = 0.00640 mm²
Io pins = 13
Cell count of the worst hold path = 3
Leading area contributor after synthesis = ha_1
Worst hold-check path type = in -> out
Cell variety after synth = 16
Register area share after synthesis = 0%
Max-slew violations = 0
YS chip area = 198 µm²
Setup Viol. Count Final = 0
Gpl congestion = 0.649
VDD IR max = 0.0000371 V
Slew @ Worst Pin = 0.268 ns
Period utilisation layout = 97.4%
Mapped Avg Cell Area = 6.82 µm²
WL per Instance = 7.98 µm
Mapped cell area = 198 µm²
Most frequent cells in the layout = clkdlybuf4s50_1 (7), buf_4 (5), o21ai_0 (4)
Highest-count logic cell in the final layout = clkdlybuf4s50_1
Core ar. = 0.00342 mm²
Placement Setup Slack = -0.540 ns
Peak fanout along the critical path = 2
Ys Warns = 3
Die H = 80 µm
Kind of critical path = in -> out
IO buf count = 13
Number of max-cap violations = 0
Drt drc = 0
Largest net degree at the start of global routing = 9
Startpoint types = input pin
Max transition margin = 82.1%
Core Rows = 21
Max-area cell share = 19.0%
FMAX = 395 MHz
DP HPWL = 598 µm
Critical Path RT = 2.08 ns
Tool Warnings = 33
Die X = 80 µm
Critical path capture point type = output pin
DR pass1 iterations = 3
Routed WL = 726 µm
Hold_sp = F1
PwrDens = 154 mW/mm²
Layout cell share with drive strength beyond 1 = 40.0%
Number of global-route vias before repair = 242
First DRT Iteration DRCs = 6
Flop area = 0 µm²
Count of final hold-check violations = 0
Vias = 253
Starting Density = 5.79%
Design Power = 0.0689 mW
Pleak = 0.174 nW
Worst setup path startpoint = A[1]
Gr ovfl total = 0
Top cells, area = ha_1 (19%), o21ai_0 (10%), nand2_1 (9.5%)
Antenna Diode Count = 0
Crit path DAT = 2.01 ns
Post-route setup slack = 0.0686 ns
Post-layout util = 13.1%
Antenna violations before repair = 0
Cts hold-fix bufs = 0
Area Overhead vs Synth = 127%
Vias/cell = 2.78
Ys cells = 29
Flip-flops = 0
## kinds of logic after synthesis
| group | after synthesis | synth area share [%] |
|---|---|---|
| XOR/XNOR | 3 | 13.3 |
| buffers and inverters | 4 | 11.4 |
| adder cells (fa/ha/maj) | 3 | 19.0 |
| AND/OR/NAND/NOR | 10 | 25.9 |
| AND-OR/OR-AND | 9 | 30.4 |
## through the flow
| stage | hold WS [ns] | std cells | instance area, µm² | TNS, ns |
|---|---|---|---|---|
| 6_report | 1.76 | 91 | 448 | 0 |
| 5_1_grt | 1.81 | 91 | 448 | -0.0478 |
| 4_1_cts | 1.84 | 91 | 435 | 0 |
| 3_5_place_dp | 2.07 | 90 | 400 | -1.05 |
| 3_3_place_gp | 2.07 | 90 | 400 | -0.992 |
| 2_1_floorplan | 1.12 | 29 | 198 | 0 |
## report_power, final
group          internal, mW  total [mW]  switching [mW]
logic                0.0408      0.0689          0.0281
registers                 0           0               0
clock network             0           0               0
total                0.0408      0.0689          0.0281
## cell usage after synthesis
library cell / count
inv_1: 2
xor2_1: 2
ha_1: 3
a21boi_1: 1
o21ai_1: 2
nand2_1: 5
nor2_1: 1
and2_1: 1
a31oi_1: 1
nor3_1: 1
or2_4: 1
o21ai_0: 4
o311ai_2: 1
and3b_1: 1
xnor2_1: 1
buf_4: 2
## layer usage
metal | GRT usage [%] | vias up | wire length (µm)
met3 | 0.568 | 0 | 76
met2 | 3.29 | 11 | 244
met4 | 0 | 0 | 0
met5 | 0 | - | 0
li1 | - | 131 | -
met1 | 2.84 | 111 | 405
## timing repair
item / CTS / global route
endpoints found under the setup margin: 3 / 2
resized: 16 / 5
pin swaps: 6 / 5
setup buffers: 1 / 0
## area by class of cell
cell class	instances	area [µm²]
inverter	2	7.51
multi-input combinational	25	228
timing repair buffer	18	155
fill	399	2970
tap	46	57.6
## worst paths after layout
path                  endpoint  slack, ns
worst max-delay path    out[1]       0.07
worst min-delay path    out[0]       1.76
## critical path: stages
cell,delay (ns)
clkdlybuf4s50_1,0.47
nand2_2,0.06
xor2_2,0.17
inv_1,0.10
ha_4,0.16
nor2_1,0.07
a31oi_1,0.05
o21ai_0,0.17
o21ai_1,0.11
buf_2,0.12
Power and IR drop assume default switching activity.
